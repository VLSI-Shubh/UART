$ cat design/flow/design.v
    module baudgen #(
        parameter baud_rate = 9600,   
        parameter clock_freq = 50000000  
    ) (
        input clk, rst,
        output reg baud_tick
    );
        localparam ticks = clock_freq / (baud_rate * 16) ;
        reg [$clog2(ticks)-1 :0 ] baud_counter; 
        always @(posedge clk or posedge rst) begin
            if (rst) begin
                baud_counter <= 0;
                baud_tick <= 0; 
            end else begin
                if (baud_counter == ticks - 1) begin  
                    baud_counter <=0;
                    baud_tick <= 1;
                end else begin
                    baud_counter <= baud_counter + 1;
                    baud_tick <= 0; 
                end 
            end
        end
    endmodule
module uart #(
    parameter BAUD_RATE = 9600,
    parameter CLOCK_FREQ = 50000000
)(
    input clk,
    input rst,
    input rx,
    output tx,
    input [7:0] tx_data_in,
    input start_tx,
    output tx_done,
    output [7:0] rx_data_out,
    output rx_done
);
    wire baud_tick;
    baudgen #(
        .baud_rate(BAUD_RATE),
        .clock_freq(CLOCK_FREQ)
    ) baud_generator (
        .clk(clk),
        .rst(rst),
        .baud_tick(baud_tick)
    );
    uart_tx transmitter (
        .clk(clk),
        .rst(rst),
        .start_tx(start_tx),
        .baud_tick(baud_tick),
        .data_in(tx_data_in),
        .tx_done(tx_done),
        .tx_line(tx)
    );
    uart_rx receiver (
        .clk(clk),
        .rst(rst),
        .baud_tick(baud_tick),
        .rx(rx),
        .rx_done(rx_done),
        .data_out(rx_data_out)
    );
endmodule
module uart_rx (
    input rx,
    input clk, rst, baud_tick,
    output reg rx_done,
    output reg [7:0] data_out
);
    parameter [3:0] idle = 4'b0001,
                    start = 4'b0010,
                    data = 4'b0100,
                    stop = 4'b1000;
    reg [3:0] ps, ns;
    reg [3:0] tick_counter;      
    reg [3:0] bit_index;
    reg [7:0] rx_data;
    always @(posedge clk or posedge rst) begin
        if (rst) begin
            ps <= idle;
            tick_counter <= 0;
            bit_index <= 0;
        end else begin
            ps <= ns;
        end
    end
    always @(*) begin
        case (ps)
            idle: begin
                if (~rx) begin
                    ns = start;
                end else begin
                    ns = idle;
                end
            end
            start : begin
                if (baud_tick) begin
                    if (tick_counter == 7) begin
                        ns = data;
                    end else begin
                        ns = start;
                    end
                end
            end
            data : begin
                if (baud_tick) begin
                    if (bit_index > 7) begin
                        ns = stop;
                    end else begin
                        ns = data;                        
                    end
                end else begin
                    ns = data; 
                end
            end
            stop : begin
                if (baud_tick) begin
                    if (tick_counter ==7) begin
                            ns = idle;
                    end else begin
                            ns = stop;
                        end
                end else begin
                    ns = stop;
                end
            end
            default : ns = idle;
        endcase
    end
    always @(posedge clk ) begin
        if (rst) begin
            tick_counter <=0;
            bit_index <= 0 ;
            rx_done <= 0;
            rx_data <= 0;
            data_out <= 0;
        end else begin
            case (ps)
            idle: begin
                if (baud_tick) begin
                    rx_done <= 0;
                    tick_counter <=0;
                    bit_index <= 0 ;
                    rx_data <= 'bz;
                end
            end 
            start : begin
                rx_done <=0;
                if (baud_tick) begin
                    if (tick_counter ==7) begin
                        tick_counter <= 0;
                    end else begin
                        tick_counter <= tick_counter + 1;
                    end
                end
            end
            data : begin
                if (baud_tick) begin
                    if (bit_index < 8) begin
                        if (tick_counter == 7) begin
                            rx_data [bit_index] <= rx;
                            tick_counter <= tick_counter + 1;
                    end
                    if (tick_counter == 15) begin
                        bit_index <= bit_index + 1;
                        tick_counter <=0;
                    end else begin
                        tick_counter <= tick_counter + 1;
                    end
                    end else begin
                        tick_counter <= 0;
                        bit_index <= 0;
                    end
                end    
            end
            stop : begin
                rx_done <= 0 ;
                if (baud_tick) begin
                    if(tick_counter==7) begin
                        data_out <= rx_data;
                        rx_done <= 1;                        
                        tick_counter<=0;                        
                    end else begin
                        tick_counter <= tick_counter + 1;
                    end
                end
            end
            default: begin
                rx_done <= 0;
                bit_index <= 0;
                tick_counter<=0;
            end
        endcase
        end
    end
endmodule
module uart_tx (
    input [7:0] data_in,
    input clk, rst, start_tx, baud_tick,
    output reg tx_done,
    output reg tx_line
);
    parameter [3:0] idle = 4'b0001,
                    start = 4'b0010,
                    data = 4'b0100,
                    stop = 4'b1000;
    reg [3:0] ps, ns;
    reg [3:0] tick_counter;      
    reg [2:0] bit_index;
    reg[7:0] tx_data;
    always @(posedge clk or posedge rst) begin
        if (rst) begin
            ps <= idle;
            tick_counter <= 0;
            bit_index <= 0;
        end else begin
            ps <= ns;
        end
    end
    always @(*) begin
        case (ps)
            idle: begin
                if (start_tx) begin
                    ns = start;
                end else begin
                    ns = idle;
                end
            end
            start : begin
                if (baud_tick) begin
                    ns = data;
                end else begin
                    ns =start;
                end
            end
            data : begin
                if (baud_tick) begin
                    if (bit_index==7) begin
                        ns = stop;
                    end else begin
                        ns = data;                        
                    end
                end
            end
            stop : begin
                if (baud_tick && tx_done) begin
                    ns = idle;
                end else begin
                    ns = stop; 
                end
            end
            default : ns = ps;
        endcase
    end
    always @(posedge clk ) begin
        case (ps)
            idle: begin
                tx_line <= 1;
                if (start_tx) begin
                    tx_done <= 0;
                    tx_data <= data_in; 
                end else begin
                    tx_done <= 0;
                    tx_data <= 'bz;
                end
            end
            start : begin
                tx_done <= 0;
                tx_line <= 0;
                bit_index <= 0;
            end
            data : begin
            if (baud_tick) begin
                if (tick_counter==0) begin
                    tx_line <= tx_data[bit_index];
                    tick_counter <= tick_counter + 1; 
                end else begin
                    if (tick_counter == 15) begin
                        bit_index <= bit_index + 1;
                        tick_counter <=0;
                    end else begin
                        tick_counter <= tick_counter + 1;
                    end
                end
            end    
            end
            stop : begin
                if (baud_tick) begin
                    tx_line <= 1;
                    if (tick_counter == 15) begin
                        tx_done <= 1;                        
                        tick_counter <= 0;
                    end else begin
                        tick_counter <= tick_counter + 1;
                    end
                end
            end
            default: begin
                tx_done <= 1;
                tx_line <= 1;
                bit_index <= 0;
                tick_counter<=0;
            end
        endcase
    end
endmodule
$ cat design/flow/run.sh
#!/bin/bash
# OpenROAD 26Q1-2900-gdf79404cd8, Yosys 0.63+post, stock flow scripts
make -C /OpenROAD-flow-scripts/flow DESIGN_CONFIG=/design/flow/config.mk WORK_HOME=/design/flow/orfs finish
$ cat design/flow/config.mk
export PLATFORM = sky130hd
export DESIGN_NAME = uart
export DESIGN_NICKNAME = uart
export VERILOG_FILES = /design/flow/design.v
export SDC_FILE = /design/flow/constraint.sdc
export NUM_CORES = 4
export LEC_CHECK = 1
export CORE_AREA = 10 10 89 89
export DIE_AREA = 0 0 99 99
$ cat design/flow/constraint.sdc
current_design uart

set clk_period 1.8
set clk_io_pct 0.2

create_clock -name clk0 -period $clk_period [get_ports {clk}]

set non_clock_inputs [all_inputs -no_clocks]
set_input_delay [expr $clk_period * $clk_io_pct] -clock clk0 $non_clock_inputs
set_output_delay [expr $clk_period * $clk_io_pct] -clock clk0 [all_outputs]
==> flow_results.org <==
#+TITLE: Physical design notes

** Pwr
- Worst voltage drop across the vdd grid :: 0.000295 V
- Cell leakage power :: 0.464 nW
- Clock power frac :: 0.414
- Net Sw Power :: 138 uW
- Internal power :: 555 uW
- The power report attributes to the sequential group a share of 0.565.
- Comb pwr share :: 0.022
- The switching portion of total power comes to 0.199.
- The report lists the power per cell area as 617 mW/mm^2.

** CTS
- Number of gates resized after cts :: 0
- Clock insertion delay at the later pin of the skew report :: 0.25 ns
- The number of setup buffers added after CTS is 0.
- In this run the number of H-tree levels came out at 1.
- TritonCTS built the clock tree.
- Per the TritonCTS log, the buffer count is 3.
- Worst-case clock buffer depth :: 2
- Per the post-CTS timing run, clock transition at the registers of the reported paths is 0.07 ns.
- Buffers inserted to repair hold after CTS numbered 0.
- Clock Root Buffer :: sky130_fd_sc_hd__clkbuf_8

** Final timing
- Subtracting the final worst setup slack from the clock period gives 1.48 ns.
- Share of the clock period used by the worst path :: 0.823
- The timer found 4 register pins that no clock reaches; their paths are not timed.
- In the final run the clock tree shows a worst skew of 0.00248 ns.
- Hold violation count in the final report :: 0
- In the final timing run, aggregate negative setup slack is 0 ns.
- The worst-case max-slew headroom was logged as 0.665.
- 8 endpoints have no timing constraint.
- Number of max-slew violations in the final report :: 0
- The final timing report gives a worst setup slack of 0.318 ns.
- Transition time of the tightest slew-check pin :: 0.503 ns
- Derived from the worst setup path, the maximum achievable clock frequency is 675 MHz.
- Per the finish-stage timing summary, setup violations number 0.
- Setup repair after global routing left no endpoint under its margin.

** Setup path
- The critical path maximum fanout is 8.
- The worst setup path is launched from a flop.
- The worst setup path is of the flop to flop kind.
- Setup crit end kind :: flop
- The OpenROAD report gives the critical path a data arrival time of 1.50 ns.
- CP Data Required Time :: 1.82 ns

** Drt
- In the routed netlist, the antenna diode instances number 0.
- In the routed layout, each cell is associated on average with a via count of 3.60.
- The final route contains 626 vias.
- Per the log, the first TritonRoute iteration ended with a DRC count of 37.
- Wire length after detailed routing :: 1640 um
- Remaining design rule violation count :: 0
- Nets still carrying antenna violations after routing amount to 0.
- WL/cell :: 9.41 um
- The pre-antenna-repair detailed-routing pass consisted of 4 iterations.

** Layout
- Summing all non-filler instances in the final layout gives an area of 0.00112 mm^2.
- The layout summary lists the proportion of cells stronger than drive strength 1 as 0.101.
- Per the run report, area growth between synthesis and finish was 12.4%.
- For this run, the number of standard cells in the final layout without fillers is 174.

** Die
- 23 I/O pins were placed.
- Core Util at FP :: 0.167
- Per the OpenROAD floorplan log, the width of the die is 99 um.
- Y dimension of the die :: 99 um
- Die area :: 0.00980 mm^2
- The initialized floorplan defines 28 standard-cell rows.
- Core Region :: 0.00599 mm^2

** Job
- The number of warnings reported in the stage logs is 34.
- Max-capacitance violation count :: 0

** Place
- Note, the detailed placer reported a final HPWL of 1180 um.
- Including well taps, the total number of placed cells is 170.
- Pre-CTS WS :: 0.346 ns
- Input and output buffers added on the ports amount to 5.
- Weighted congestion reported at the end of routability-driven placement :: 0.780
- Placed cell area :: 0.00108 mm^2

** Yosys
- The synthesis report gives the async set-or-reset register share as 0.667.
- Post-synth the commonest register cell is sky130_fd_sc_hd__dfrtp_1.
- Synth cell count leaders :: sky130_fd_sc_hd__dfrtp_1 (13), sky130_fd_sc_hd__buf_4 (11), sky130_fd_sc_hd__nand2_1 (10)
- Mean post-synth cell area :: 10.5 um^2
- After technology mapping, the gate count stands at 95.
- The synthesized design contains 3 enable-type register cells.
- The cell type that accounts for the most area after synthesis is sky130_fd_sc_hd__dfrtp_1.
- The synthesis stats list as the most numerous cell sky130_fd_sc_hd__dfrtp_1.
- According to the Yosys statistics, the synthesized design has a chip area of 998 um^2.
- Number of standard cells reported by yosys :: 95
- Synth top area share :: 0.326
- Per the synthesis report, the number of distinct cell types is 36.
- Counting the warning lines in the Yosys log gives 35.
- The post-synth register bit count is 21.
- Most area-consuming cells after synthesis :: sky130_fd_sc_hd__dfrtp_1 (33%), sky130_fd_sc_hd__edfxtp_1 (9.0%), sky130_fd_sc_hd__buf_4 (8.3%)
- Before any placement, the netlist area is recorded as 998 um^2.

** Global route
- Across every metal layer, demand over resource in global routing totals 0.0337.
- Entering global routing, the biggest net connects 15 pins.
- The first global-routing pass estimated 2900 um of wire.
- For this run the aggregate overflow at the end of global routing stands at 0.
- The via count of the first global-routing pass was 633.
- The initial antenna violation count was 0.

** Outcome
- Run status :: complete, no violations

** Worst hold path
- Worst Hold Class :: primary input to asynchronous set/reset pin
[cell usage in the layout (no fill, tap or decap)]
cell type and count:
sky130_fd_sc_hd__o2111ai_1 1, sky130_fd_sc_hd__inv_1 6, sky130_fd_sc_hd__xor2_1 3, sky130_fd_sc_hd__nand4_1 1
sky130_fd_sc_hd__ha_1 2, sky130_fd_sc_hd__a211o_1 1, sky130_fd_sc_hd__dlxtn_1 4, sky130_fd_sc_hd__o22ai_1 1
sky130_fd_sc_hd__mux2_2 1, sky130_fd_sc_hd__and4_1 1, sky130_fd_sc_hd__and4b_1 1, sky130_fd_sc_hd__or2_1 1
sky130_fd_sc_hd__nor2b_1 2, sky130_fd_sc_hd__clkbuf_1 1, sky130_fd_sc_hd__or4_1 1, sky130_fd_sc_hd__o211ai_1 1
sky130_fd_sc_hd__a22o_1 2, sky130_fd_sc_hd__clkbuf_8 3, sky130_fd_sc_hd__dfstp_2 1, sky130_fd_sc_hd__nor4b_1 1
sky130_fd_sc_hd__conb_1 9, sky130_fd_sc_hd__nand3_1 2, sky130_fd_sc_hd__a31o_2 2, sky130_fd_sc_hd__nand4_2 1
sky130_fd_sc_hd__buf_4 1, sky130_fd_sc_hd__nor3_1 1, sky130_fd_sc_hd__nand2_1 10, sky130_fd_sc_hd__clkdlybuf4s50_1 5
sky130_fd_sc_hd__nor4b_2 1, sky130_fd_sc_hd__a21o_1 1, sky130_fd_sc_hd__edfxtp_1 3, sky130_fd_sc_hd__dfrtp_1 13
sky130_fd_sc_hd__nor2_1 8, sky130_fd_sc_hd__or3_1 1, sky130_fd_sc_hd__o41a_1 1, sky130_fd_sc_hd__xnor2_1 5
[cell families (layout without fill, tap and decap cells)]
group	Yosys count	after routing	share of synthesized area
and+or+nand+nor	32	32	0.177
DFF	17	17	0.442
latches	4	4	0.0602
other	1	9	0.00376
AOI/OAI and AO/OA	10	10	0.0852
buffers and inverters	20	16	0.125
muxes	1	1	0.0113
adders and majority gates	2	2	0.0251
xor gates and xnor gates	8	8	0.0702
[per-stage QoR]
stage / power, mW / hold WS [ns] / util
5_1_grt: 0.718 / 0.481 / 0.187
2_1_floorplan: 0.418 / 0.249 / -
3_5_place_dp: 0.414 / 0.495 / 0.180
6_report: 0.692 / 0.429 / 0.187
4_1_cts: 0.704 / 0.457 / 0.187
3_3_place_gp: 0.415 / 0.492 / 0.180
[power by group through the flow]
stage,sequential (mW),combinational (mW),clock (mW)
4_1_cts,0.391,0.0165,0.297
5_1_grt,0.390,0.0184,0.309
6_report,0.391,0.0150,0.286
[critical path, cell delays in order (launching register included)]
cell	delay, ns
sky130_fd_sc_hd__dfrtp_1	0.48
sky130_fd_sc_hd__xnor2_1	0.17
sky130_fd_sc_hd__or3_1	0.36
sky130_fd_sc_hd__or2_1	0.23
[flip-flops by register name, indices dropped and copies added, names as in the netlist]
signal / flops
baud_generator.baud_counter: 9
transmitter.ns: 4
transmitter.ps: 4
baud_generator.baud_tick: 1
transmitter.tx_data: 1
transmitter.tx_done: 1
transmitter.tx_line: 1
[layout make-up]
class	count	area (um^2)
Fill cell	647	4870
Multi-Input combinational cell	62	402
Timing Repair Buffer	6	57.6
Inverter	6	22.5
Clock buffer	4	45.0
Tap cell	75	93.8
Sequential cell	21	502
[path summary, 6_finish.rpt]
check	slack, ns	depth (start not counted)	end	startpoint
min in group clk0	0.50	1	baud_generator.baud_counter[0]	baud_generator.baud_counter[0]
worst max register to register	0.32	3	transmitter.tx_line	transmitter.ps[2]
max in group asynchronous	1.02	2	transmitter.ps[0]	rst
worst min register to register	0.50	1	baud_generator.baud_counter[0]	baud_generator.baud_counter[0]
worst max-delay path	0.32	3	transmitter.tx_line	transmitter.ps[2]
worst min-delay path	0.43	2	baud_generator.baud_counter[4]	rst
[metal layers]
metal | global-route usage | up-vias | part of all wire | wire, um
met5 | 0 | - | 0 | 0
met4 | 0.00992 | 0 | 0.037 | 61
met3 | 0.00916 | 5 | 0.067 | 110
met2 | 0.0471 | 23 | 0.38 | 628
met1 | 0.0492 | 289 | 0.51 | 837
li1 | - | 309 | - | -
Power and IR drop assume default switching activity.
